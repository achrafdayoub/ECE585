--- config.mk ---
export PLATFORM = sky130hd
export DESIGN_NAME = fsm
export DESIGN_NICKNAME = fsm
export VERILOG_FILES = /design/flow/design.v
export SDC_FILE = /design/flow/constraint.sdc
export NUM_CORES = 4
export LEC_CHECK = 1
export CORE_AREA = 10 10 70 70
export DIE_AREA = 0 0 80 80
--- constraint.sdc ---
current_design fsm

set clk_period 1.8
set clk_io_pct 0.2

create_clock -name clk0 -period $clk_period [get_ports {Clock}]

set non_clock_inputs [all_inputs -no_clocks]
set_input_delay [expr $clk_period * $clk_io_pct] -clock clk0 $non_clock_inputs
set_output_delay [expr $clk_period * $clk_io_pct] -clock clk0 [all_outputs]
--- design.v ---
module counter(clk, reset, load, value, decr, timeup);
input clk, reset, load, decr;
input [7:0] value;
output timeup;
reg [7:0] count;
assign timeup = (count == 0) ? 1 : 0;   
always @(posedge clk)
  begin
  if (reset)	
    count <= 0;
  else if (load)
  	begin
    count <= value;
    end
  else if (decr && (count != 0))
  	begin
    count <= count - 8'b1;
    end
  else
    count <= count;
  end  
endmodule
module fsm(Clock, Reset, S1, S2, S3, L1, L2, L3);
input Clock;
input Reset;
input  
	S1,  
	S2,  
	S3;  
output reg [1:0]  
	L1,  
	L2,  
	L3;  
counter mytimer(
        .clk(Clock),
        .reset(Reset),
        .load(load),
		.value(value),
        .decr(decr),
        .timeup(timeup));
realfsm tlc(
		.Clock(Clock),
        .Reset(Reset),
        .load(load),
		.value(value),
        .decr(decr),
        .timeup(timeup),
		.S1(S1), 
		.S2(S2), 
		.S3(S3), 
		.L1(L1), 
		.L2(L2), 
		.L3(L3));
endmodule
module realfsm(load, value, timeup, decr, Clock, Reset, S1, S2, S3, L1, L2, L3);
input Clock;
input Reset;
input  
	S1,  
	S2,  
	S3;  
output reg [1:0]  
	L1,  
	L2,  
	L3;  
localparam
	GRR		 = 7'b0000001,
	YRR 	 = 7'b0000010,
	RRR1	 = 7'b0000100,
	RGG		 = 7'b0001000,
	RYY	 	 = 7'b0010000,
	RRR2	 = 7'b0100000,
	Flash	 = 7'b1000000;
output reg [7:0]  value;			
input timeup;
output reg load, decr; 
localparam
	Flashing = 2'b00,				 
	Green = 2'b01,					 
	Yellow = 2'b10,					 
	Red = 2'b11, 					 
	SET = 1'b1,						 
	CLEAR = 1'b0,					 
	GRR_TIMER 	 = 8'b00101100,		 
	RED_TIMER 	 = 8'b00000000,		 
	RGG_TIMER 	 = 8'b00001110,		 
	YELLOW_TIMER = 8'b00000100;		 
reg [6:0] State, NextState;
always @(posedge Clock or posedge Reset)
begin
if (Reset)
	begin
	value = GRR_TIMER;						 
	load = SET;								 
	decr = CLEAR;							 
	State <= GRR;							 
	end
else
	State <= NextState;						 
end
	always @(State)
		begin
			case(State)
				GRR: 	  begin L1 = Green; L2 = Red; L3 = Red; 			 end	 
				YRR:	  begin L1 = Yellow; L2 = Red; L3 = Red; 			 end	 
				RRR1: 	  begin L1 = Red; L2 = Red; L3 = Red; 				 end	 
				RGG:	  begin L1 = Red; L2 = Green; L3 = Green; 			 end	 
				RYY:	  begin L1 = Red; L2 = Yellow; L3 = Yellow; 		 end	 
				RRR2:	  begin L1 = Red; L2 = Red; L3 = Red; 				 end	 
				Flash: 	  begin L1 = Flashing; L2 = Flashing; L3 = Flashing; end	 
			default 	  begin L1 = Flashing; L2 = Flashing; L3 = Flashing; end	 
			endcase
		end
always @*
begin
case (State)
	GRR: begin											 
		if ((S2 || S3) && timeup)						 
			begin	
			value = YELLOW_TIMER;						 
			load = SET;									 
			decr = CLEAR;								 
			NextState = YRR;							 
			end
		else if (!S1 && !S2 && !S3 && timeup)			 
			begin
			value = YELLOW_TIMER;						 
			load = SET;									 
			decr = CLEAR;								 
			NextState = YRR;							
			end
		else if((S1 !== 1'b1) && (S1 !== 1'b0))			 
			NextState = Flash;
		else if((S2 !== 1'b1) && (S2 !== 1'b0))			 
			NextState = Flash;
		else if((S3 !== 1'b1) && (S3 !== 1'b0))			 
			NextState = Flash;
		else
			begin
			load = CLEAR;								 
			decr = SET;									 
			NextState = GRR;							 
			end
		end
	YRR: begin											 
		if (timeup)
			begin
			value = RED_TIMER;							 
			load = SET;									 
			decr = CLEAR;								 
			NextState = RRR1;							 
			end
		else
			begin	
			load = CLEAR;								 
			decr = SET;									 
			NextState = YRR;							 
			end
		end	
	RRR1: begin											 
		if (timeup)
			begin
			value = RGG_TIMER;							 
			load = SET;									 
			decr = CLEAR;								 
			NextState = RGG;							 
			end
		else
			begin	
			load = CLEAR;								 
			decr = SET;									 
			NextState = RRR1;							 
			end
		end		
	RGG:begin											 
		if (timeup)
			begin
			value = YELLOW_TIMER;						 
			load = SET;									 
			decr = CLEAR;								 
			NextState = RYY;							 
			end
		else
			begin	
			load = CLEAR;								 
			decr = SET;									 
			NextState = RGG;							 
			end
		end
	RYY:begin											 
		if (timeup)
			begin
			value = RED_TIMER;							 
			load = SET;									 
			decr = CLEAR;								 
			NextState = RRR2;							 
			end
		else
			begin	
			load = CLEAR;								 
			decr = SET;									 
			NextState = RYY;
			end
		end
	RRR2:begin											 
		if (timeup)
			begin
			value = GRR_TIMER;							 
			load = SET;									 
			decr = CLEAR;								 
			NextState = GRR;							 
			end
		else
			begin	
			load = CLEAR;								 
			decr = SET;									 
			NextState = RRR2;							 
			end
		end	
	Flash:begin											 
		if((S1 !== 1'b1) && (S1 !== 1'b0))
			NextState = Flash;
		else if((S2 !== 1'b1) && (S2 !== 1'b0))			 
			NextState = Flash;
		else if((S3 !== 1'b1) && (S3 !== 1'b0))			 
			NextState = Flash;
		else
			NextState = GRR;
		end
	default begin NextState = Flash; end				 
endcase
end
endmodule
--- run.sh ---
#!/bin/bash
# OpenROAD 26Q1-2900-gdf79404cd8, Yosys 0.63+post, stock flow scripts
make -C /OpenROAD-flow-scripts/flow DESIGN_CONFIG=/design/flow/config.mk WORK_HOME=/design/flow/orfs finish
==> summary.rpt <==
IMPLEMENTATION SUMMARY REPORT
----------------------------------------------------
[Critical path]
  Startpoint types ........................ register
  Critical Path RT ........................ 1.44 ns
  Critical setup path kind ........................ register to output pin
  Worst reg-to-reg path cell count ........................ 1
  Worst R2R End ........................ tlc.State[6]
  Critical path arrival ........................ 1.28 ns
  FF-to-FF Start ........................ tlc.State[0]
  Maximum net fanout on the critical path ........................ 3
  Reg-to-reg setup timing slack ........................ 1.02 ns
  Critical path capture point type ........................ output pin

[Floorplan]
  Area of the placeable core ........................ 3420 sq um
  Initial Util ........................ 0.0696
  Standard-cell rows ........................ 21
  Chip area ........................ 6400 sq um
  Die outline height ........................ 80 microns
  Die W ........................ 80 microns
  Ports ........................ 11

[Global route]
  Global-route wire length before repair ........................ 993 microns
  Vias in the first global route ........................ 214
  Global route total overflow ........................ 0
  Largest net degree at the start of global routing ........................ 7
  Initial antenna violation count ........................ 0
  Gr usage total ........................ 0.0198

[Clocking]
  Clock root buffer ........................ sky130_fd_sc_hd__clkbuf_4
  Maximum buffer depth of the clock tree ........................ 2
  Clock net sink count ........................ 6
  Insertion delay at the late pin of the worst-skew pair ........................ 0.25 ns
  Clock buffer count from CTS ........................ 3
  Clock tree from TritonCTS ........................ built
  Clock transition at path regs ........................ 0.05 ns
  Number of buffers inserted for hold repair after clock tree synthesis ........................ 0
  CTS H-tree lvls ........................ 1

[Timing]
  Ratio of final minimum period to clock period ........................ 0.914
  RSZ-0062 raised after global routing ........................ no
  Worst Tran Pin Value ........................ 0.274 ns
  Accumulated negative setup slack ........................ 0 ns
  Relative max-transition margin ........................ 0.817
  Highest clock rate ........................ 608 MHz
  Final Critical Period ........................ 1.64 ns
  Slew Viols, Final ........................ 0
  Clock skew after layout ........................ 0.0100 ns
  Worst Slack Setup Final ........................ 0.156 ns
  Setup violations, final ........................ 0
  Final-report hold violation count ........................ 0

[Routing]
  Drt via density ........................ 2.50
  Detailed-route DRC error count ........................ 0
  Routed WL per cell ........................ 7.65 microns
  Number of nets with antenna violations after detailed routing ........................ 0
  Total wire length ........................ 627 microns
  TritonRoute pass-1 iters ........................ 1
  Iteration-0 DRC count of the detailed router ........................ 0
  Via Count ........................ 205
  N_diodes ........................ 0

[Synth]
  Cells after Synth ........................ 20
  Syn avg cell area ........................ 11.9 sq um
  Dominant register cell ........................ sky130_fd_sc_hd__dfrtp_1
  Post-synthesis cell type with the largest instance count ........................ sky130_fd_sc_hd__dfrtp_1
  Distinct cells, synth ........................ 12
  Number of standard cells reported by yosys ........................ 20
  Yosys warns ........................ 21
  Post-Synthesis Cell Area ........................ 238 sq um
  Yosys top cell area share ........................ 0.526
  Share of the yosys chip area belonging to registers ........................ 0.637
  Post-synth EDFFs ........................ 0
  Chip area in the Yosys report ........................ 238 sq um
  Top cells by area in the synthesized netlist ........................ sky130_fd_sc_hd__dfrtp_1, sky130_fd_sc_hd__dfstp_2, sky130_fd_sc_hd__buf_4
  Synth Register Bits ........................ 6
  Share of synthesized registers carrying an async set or reset ........................ 1.00
  Cell taking the most area after synthesis ........................ sky130_fd_sc_hd__dfrtp_1
  List of most frequent post-synthesis cells ........................ sky130_fd_sc_hd__dfrtp_1, sky130_fd_sc_hd__buf_4, sky130_fd_sc_hd__nand2_1, sky130_fd_sc_hd__nand2b_1, sky130_fd_sc_hd__nor2_1

[Run]
  Number of max-cap violations ........................ 0
  Tool warnings ........................ 25

[Final layout]
  Register bank with the most flops ........................ tlc.State
  Fraction of final layout cells with drive strength greater than 1 ........................ 0.417
  Largest registers ........................ tlc.State: 6 flops
  Max FFs per register ........................ 6
  Final core utilization ........................ 0.133
  Area growth from synthesis to layout ........................ 91.1%

[Pwr]
  Combinational power share ........................ 0.043
  Worst voltage drop across the vdd grid ........................ 321 uV
  Leakage dissipation ........................ 0.251 nW
  Net Sw Power ........................ 0.0565 mW
  Portion of total power attributed to the clock network ........................ 0.481
  P per Cell Area ........................ 626 nW/um^2
  Sequential share of power ........................ 0.476
  Pint ........................ 0.228 mW
  Post-layout power ........................ 0.284 mW
  Switching power share of the total ........................ 0.199

[Placed design]
  Global placer's final weighted congestion ........................ 0.649
  Input/output buffers ........................ 10
  Pre-CTS setup slack ........................ 0.171 ns

[Hold path]
  Path category of the worst min-delay check ........................ primary input to asynchronous set/reset pin

[Status]
  Status ........................ complete, no violations

----------------------------------------------------
## worst max-delay path, stage by stage (launching register included)
cell and delay [ns]:
sky130_fd_sc_hd__dfrtp_2 0.43, sky130_fd_sc_hd__nor4_4 0.30, sky130_fd_sc_hd__nand2b_1 0.12, sky130_fd_sc_hd__clkdlybuf4s15_1 0.20
## metrics by stage
step                      cells  hold slack (ns)  cell area [sq um]
after floorplan              20            0.150                238
after global placement       74            0.386                380
after detailed placement     74            0.387                380
after CTS                    80            0.315                429
after global routing         82            0.352                454
final                        82            0.311                454
## power groups by stage
stage | Clock [mW] | Combinational, mW | Sequential (mW)
after global routing | 0.153 | 0.0137 | 0.135
after CTS | 0.142 | 0.0123 | 0.135
final | 0.137 | 0.0121 | 0.135
## kinds of logic after synthesis
family / count (synthesis) / synth area share
AOI/OAI and AO/OA: 1 / 0.0368
buffers and inverters: 3 / 0.0789
DFF: 6 / 0.637
and+or+nand+nor: 10 / 0.247
## cell type report
class	instances	area [sq um]
Clock buffer	4	26.3
Fill cell	404	2960
Inverter	1	3.75
Multi-Input combinational cell	11	88.8
Sequential cell	6	153
Tap cell	46	57.6
Timing Repair Buffer	14	125
## routing by layer
layer | vias to the layer above | wire length, microns | global-route usage | part of all wire
met5 | - | 0 | 0 | 0
met4 | 0 | 13 | 0.00352 | 0.021
met3 | 2 | 118 | 0.0239 | 0.19
met2 | 14 | 208 | 0.0177 | 0.33
met1 | 94 | 286 | 0.0269 | 0.46
li1 | 95 | - | - | -
## what timing repair did
item | CTS | global route
pin swaps | 1 | 3
buffers inserted | 2 | 2
endpoints found under the setup margin | 6 | 6
cloned | 0 | 0
resized | 6 | 10
## cells in the final DEF, fill, tap and decap left out, drive strengths merged
cell and count:
clkbuf 6, dfrtp 5, clkdlybuf4s50 4, buf 4
nor2 2, nand2 2, dlymetal6s2s 2, clkdlybuf4s15 2
nand2b 2, nor3 1, nor3b 1, nor2b 1
a21o 1, nor4 1, inv 1, dfstp 1
## how the worst max path moves through the flow
stage	cells past startpoint	from	to	slack, ns
after CTS	4	tlc.State[6]	L3[1]	0.02
after global routing	3	tlc.State[5]	L2[0]	0.04
final	3	tlc.State[5]	L2[0]	0.16
No activity file was given, so power comes from the tool's default toggle rates.
